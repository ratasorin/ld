**design.v**
```verilog
module clk_divider #(parameter DIVIDE_BY = 1) (
    input clk,
    output divided_clk
);
reg [23:0] current_clk_cycle = 0;
reg divided_clk_internal = 0;
assign divided_clk = divided_clk_internal;
always @(posedge clk) begin
    if(current_clk_cycle < DIVIDE_BY) begin 
        divided_clk_internal = divided_clk_internal;
        current_clk_cycle = current_clk_cycle + 1;
    end 
    else begin
        divided_clk_internal = ~divided_clk_internal;
        current_clk_cycle = 0;
    end
end
endmodule
module COUNTER (
    input clk,
    input reset, 
    input enable,
    output [3:0] counter_in_binary
);
    reg [3:0] current_state;
    reg [3:0] counter_in_binary_reg;
    assign counter_in_binary = counter_in_binary_reg;
    localparam CLK_CYCLES_FOR_1_S = 10_000_000;
    localparam S_0 = 3'b000;
    localparam S_1 = 3'b001;
    localparam S_2 = 3'b010;
    localparam S_3 = 3'b011;
    localparam S_4 = 3'b100;
    localparam S_5 = 3'b101;
    localparam S_6 = 3'b110;
    localparam S_7 = 3'b111;
    wire clk_1_s;
    clk_divider #(CLK_CYCLES_FOR_1_S) clk_divider_instance  (
        .clk(clk),
        .divided_clk(clk_1_s)
    );
    always @(posedge clk_1_s or posedge reset) begin
        if(reset) current_state = S_0;
        else begin
            case (current_state)
                S_0: begin
                    counter_in_binary_reg = 3'b000;
                    if(enable) current_state = S_1;
                    else current_state = S_0;
                end
                S_1: begin
                    counter_in_binary_reg = 3'b001;
                    if(enable) current_state = S_2;
                    else current_state = S_1;
                end
                S_2: begin
                    counter_in_binary_reg = 3'b010;
                    if(enable) current_state = S_3;
                    else current_state = S_2;
                end
                S_3: begin
                    counter_in_binary_reg = 3'b011;
                    if(enable) current_state = S_4;
                    else current_state = S_3;
                end
                S_4: begin
                    counter_in_binary_reg = 3'b100;
                    if(enable) current_state = S_5;
                    else current_state = S_4;
                end
                S_5: begin
                    counter_in_binary_reg = 3'b101;
                    if(enable) current_state = S_6;
                    else current_state = S_5;
                end
                S_6: begin
                    counter_in_binary_reg = 3'b110;
                    if(enable) current_state = S_7;
                    else current_state = S_6;
                end
                S_7: begin
                    counter_in_binary_reg = 3'b111;
                    if(enable) current_state = S_0;
                    else current_state = S_7;
                end
                default: counter_in_binary_reg = 0;
            endcase
        end
    end 
endmodule
```
**run.sh**
```bash
#!/bin/bash
# OpenROAD 26Q1-2900-gdf79404cd8, Yosys 0.63+post, stock flow scripts
make -C /OpenROAD-flow-scripts/flow DESIGN_CONFIG=/design/flow/config.mk WORK_HOME=/design/flow/orfs finish
```
**config.mk**
```make
export PLATFORM = sky130hd
export DESIGN_NAME = COUNTER
export DESIGN_NICKNAME = COUNTER
export VERILOG_FILES = /design/flow/design.v
export SDC_FILE = /design/flow/constraint.sdc
export NUM_CORES = 4
export LEC_CHECK = 1
export CORE_UTILIZATION = 30
```
**constraint.sdc**
```tcl
current_design COUNTER

set clk_period 3.0
set clk_io_pct 0.2

create_clock -name clk0 -period $clk_period [get_ports {clk}]

set non_clock_inputs [all_inputs -no_clocks]
set_input_delay [expr $clk_period * $clk_io_pct] -clock clk0 $non_clock_inputs
set_output_delay [expr $clk_period * $clk_io_pct] -clock clk0 [all_outputs]
```
==> results.sh <==
# flow metrics
export IMPL_coreArea_mm2=0.00514
export IMPL_ys_top_logic_family="simple AND/OR/NAND/NOR gates"
export IMPL_fp_utilization=0.315
export IMPL_path_class="flop to flop"
export IMPL_path_max_fanout=9
export IMPL_warnings=25
export IMPL_edf_count=4
export IMPL_clock_skew_ps=0.682
export IMPL_diodes=0
export IMPL_rr_worst_depth=4
export IMPL_untimed_endpoints=17
export IMPL_synth_compound_gate_area_share=0.141
export IMPL_root_buffer="clkbuf_8"
export IMPL_place_gp_congestion=0.798
export IMPL_cts_tree="built"
export IMPL_hold_buffers=0
export IMPL_start_kind="flop"
export IMPL_ys_sh_adder=0.00774
export IMPL_io_pins=7
export IMPL_drive_gt1_frac=0.132
export IMPL_ys_sh_simple=0.188
export IMPL_grt_total_usage=0.0990
export IMPL_synth_distinct_cells=38
export IMPL_via_count=1105
export IMPL_antenna_found_initial=0
export IMPL_areaGrowthSynthToFinish_pct=9.75
export IMPL_seq_area_um2=802
export IMPL_yosys_stat_area_mm2=0.00162
export IMPL_hpwl_um=1730
export IMPL_overflow=0
export IMPL_ff_type="dfxtp_1"
export IMPL_period_minus_slack_ps=1790
export IMPL_drc_errors=0
export IMPL_syn_inst=156
export IMPL_slowest_stage="or4_1"
export IMPL_fillers=537
export IMPL_fmax_mhz=557
export IMPL_whs_ps=436
export IMPL_ant_nets=0
export IMPL_yosysTopAreaCellShare=0.297
export IMPL_numCtsBuffers=3
export IMPL_die_w_um=75.4
export IMPL_path_depth=4
export IMPL_async_reset_ff_frac=0.222
export IMPL_end_kind="flop"
export IMPL_first_global_vias=1004
export IMPL_wirelength_um=2560
export IMPL_hold_viol_final=0
export IMPL_row_count=26
export IMPL_area_leaders="dfxtp_1, dfrtp_1, edfxtp_1"
export IMPL_comb_area_um2=743
export IMPL_crit_path_cell_trace="and4_1 > nand4_4 > or4_1 > a22oi_2"
export IMPL_crit_family="simple AND/OR/NAND/NOR gates"
export IMPL_min_path_type="flop to flop"
export IMPL_ys_sh_xor=0.0650
export IMPL_ys_sh_mux=0.0557
export IMPL_whs_path_depth=1
export IMPL_clock_path_buffers=2
export IMPL_die_area_mm2=0.00569
export IMPL_vias_per_cell=4.83
export IMPL_cts_max_level=1
export IMPL_clk_pin_slew_worst_paths_ps=90
export IMPL_cp_required_ps=3200
export IMPL_avgSynthCellArea_um2=10.4
export IMPL_peakVddDrop_v=0.000203
export IMPL_unclocked_regs=11
export IMPL_ys_seq_share=0.496
export IMPL_ys_warn_count=2
export IMPL_drv_slew=0
export IMPL_lay_top_count="dfxtp_1"
export IMPL_wl_per_cell_um=11.2
export IMPL_timing_setup_tns_ps=0
export IMPL_post_cts_buffers=0
export IMPL_yosysCellCount=156
export IMPL_syn_area_mm2=0.00162
export IMPL_cp_num_buf_inv=0
export IMPL_ctsResizeCount=0
export IMPL_p_leak_nw=0.739
export IMPL_setup_viol=0
export IMPL_grt_max_degree=15
export IMPL_powerDensity_mw_per_mm2=305
export IMPL_synth_area_leader_cell="dfxtp_1"
export IMPL_grt_pass1_wl_um=4420
export IMPL_cap_violations=0
export IMPL_numSynthFlops=36
export IMPL_finalCritPeriodShare=0.598
export IMPL_first_iter_violations=26
export IMPL_clock_latency_late_pin_ps=260
export IMPL_crit_path_max_incr_delay_ps=520
export IMPL_mostFrequentLayoutCells="dfxtp_1, a21oi_1, o21ai_0, xor2_1"
export IMPL_grt_setup_unrepaired="false"
export IMPL_place_port_buffers=5
export IMPL_cp_arrival_ps=1990
export IMPL_status="finished, final reports clean"
export IMPL_fp_dieH_um=75.4
export IMPL_first_pass_iters=4
## path summary, 6_finish.rpt
kind	from	endpoint	slack, ps
worst max-delay path	clk_divider_instance.current_clk_cycle[4]	clk_divider_instance.current_clk_cycle[21]	1210
worst min-delay path	clk_divider_instance.current_clk_cycle[0]	clk_divider_instance.current_clk_cycle[0]	440
worst max register to register	clk_divider_instance.current_clk_cycle[4]	clk_divider_instance.current_clk_cycle[21]	1210
worst min register to register	clk_divider_instance.current_clk_cycle[0]	clk_divider_instance.current_clk_cycle[0]	440
## final cells by class
type	instances	area share
flip-flops and latches	36	0.452
multi-input cells	106	0.419
well taps	70	0.0494
repair buffers	9	0.0451
clock buffers	3	0.0233
inverters	4	0.00846
clock inverters	1	0.00282
## Yosys cell counts, types with 2 or more instances
cell type and instances:
a21oi_1 13, a22oi_1 8, and2_1 3, and3_1 3, and4_1 3, buf_2 3, buf_4 2, clkbuf_1 4
dfrtp_1 7, dfxtp_1 24, edfxtp_1 4, inv_1 4, mux2_2 8, nand2_1 7, nand3_1 5, nand4_1 7
nor3_1 2, o21ai_0 9, or3_1 8, or4_1 4, xnor2_1 3, xor2_1 9
## cells by family after synthesis
kind of cell,count (synthesis)
AOI/OAI and AO/OA,37
xor gates and xnor gates,12
adders and majority gates,1
buffers and inverters,14
DFF,36
muxes,8
other,1
and+or+nand+nor,47
## per-layer routing
metal / routed length, µm / up-vias / GRT usage
met4: 16 / 0 / 0.0144
met2: 1120 / 14 / 0.162
met5: 0 / - / 0
li1: - / 587 / -
met1: 1350 / 502 / 0.152
met3: 74 / 2 / 0.00804
## power by group
part | switching (W) | total (W) | internal (W)
combinational | 0.00000468 | 0.00000854 | 0.00000386
sequential | 0 | 0.000334 | 0.000334
clock | 0.000105 | 0.000198 | 0.0000928
## through the flow
step                setup WS [ps]   util  instances  total power, W  cell area (µm²)
floorplan                    1470      -        156        0.000348             1620
global placement             1260  0.336        225        0.000351             1730
detailed placement           1250  0.336        225        0.000350             1730
CTS                          1220  0.345        229        0.000547             1770
global route                 1120  0.345        229        0.000559             1770
finish                       1210  0.345        229        0.000540             1770
No activity file was given, so power comes from the tool's default toggle rates.
